`/design/flow/design.v`:
```
module xor64(a,b,out);
input signed [63:0] a;
input signed [63:0] b;
output signed [63:0] out;
genvar i;
generate for (i = 0 ; i <= 63 ; i = i + 1) begin
    xor (out[i],a[i],b[i]);
end
endgenerate
endmodule
module and64(a,b,out);
input signed [63:0] a;
input signed [63:0] b;
output signed [63:0] out;
genvar i;
generate for (i = 0 ; i <= 63 ; i = i + 1) begin
    and (out[i],a[i],b[i]);
end
endgenerate
endmodule
module not64(b,not_b);
input signed [63:0] b;
output signed [63:0] not_b;
genvar i;
generate for (i = 0; i < 64 ; i = i + 1) 
begin
    not(not_b[i],b[i]);  
end
endgenerate
endmodule
module add11(a,b,carry_in,sum,carry_out);
input a,b,carry_in;
output sum,carry_out;
wire t1,t2,t3;
xor (sum,a,b,carry_in);
xor (t1,a,b);
and (t2,t1,carry_in);
and (t3,a,b);
or (carry_out,t2,t3);
endmodule
module sub64(a,b,sum,of);
input signed [63:0] a,b;
output signed [63:0] sum;
output of;
wire signed [63:0] not_b;
not64 func(b,not_b);
wire [64:0] carry;
assign carry[0] = 1'b1;
genvar i;
generate
for (i = 0; i < 64; i = i + 1) 
begin
    add11 x(a[i], not_b[i], carry[i], sum[i],carry[i + 1]);
end
endgenerate
xor(of, carry[64], carry[63]);
endmodule
module add64(a,b,sum,of);
input signed [63:0] a,b;
output signed [63:0] sum;
output of;
wire [64:0] carry;
assign carry[0] = 1'b0;
genvar i;
generate
for (i = 0; i < 64; i = i + 1) 
begin
    add11 x(a[i], b[i], carry[i], sum[i],carry[i + 1]);
end
endgenerate
xor(of, carry[64], carry[63]);
endmodule
module alu(a,b,select,out,of);
input signed [63:0] a,b;
input signed [1:0] select;
output signed [63:0] out;
output of;
wire signed [63:0] dummy_1,dummy_2,dummy_3,dummy_4;
wire signed of1,of2;
reg signed [63:0] dummy_out;
reg signed dummy_of;
and64 func1(a,b,dummy_1);
xor64 func2(a,b,dummy_2);
add64 func3(a,b,dummy_3,of1);
sub64 func4(a,b,dummy_4,of2);
always @(*) 
begin
    case(select)
        2'b00:begin
            dummy_out = dummy_3;
            dummy_of = of1;
        end
        2'b01:begin
            dummy_out = dummy_4;
            dummy_of = of2;
        end
        2'b10:begin
            dummy_out = dummy_1;
            dummy_of = 1'b0;
        end
        2'b11:begin
            dummy_out = dummy_2;
            dummy_of = 1'b0;
        end
    endcase
end
assign out = dummy_out;
assign of = dummy_of;
endmodule
```
`/design/flow/run.sh`:
```
#!/bin/bash
# OpenROAD 26Q1-2900-gdf79404cd8, Yosys 0.63+post, stock flow scripts
make -C /OpenROAD-flow-scripts/flow DESIGN_CONFIG=/design/flow/config.mk WORK_HOME=/design/flow/orfs finish
```
`/design/flow/config.mk`:
```
export PLATFORM = sky130hd
export DESIGN_NAME = alu
export DESIGN_NICKNAME = alu
export VERILOG_FILES = /design/flow/design.v
export SDC_FILE = /design/flow/constraint.sdc
export NUM_CORES = 4
export LEC_CHECK = 1
export CORE_UTILIZATION = 50
```
`/design/flow/constraint.sdc`:
```
current_design alu

set clk_period 61.3
set clk_io_pct 0.2

create_clock -name clk0 -period $clk_period

set non_clock_inputs [all_inputs -no_clocks]
set_input_delay [expr $clk_period * $clk_io_pct] -clock clk0 $non_clock_inputs
set_output_delay [expr $clk_period * $clk_io_pct] -clock clk0 [all_outputs]
```
==> metrics.yaml <==
min_period_ns: 51.27
final_cells: 800
final_util_pct: 68.56
cp-end-kind: "output port"
design_area_um2: 8235
register_area_um2: 0
crit_path_start_kind: "input pin"
yosys_cells: 470
power.total_uw: 68.92
ys_seq_share_pct: 0
endpoint: "out[63]"
ys_top_logic_family: "adder cells"
die_x_um: 113.1
fp_util_pct: 51.41
hold_path_class: "in -> out"
grt_pass1_vias: 4421
synth_area_per_cell_um2: 13.14
arrival_ns: 39.01
diodes: 0
final_hold_viol_count: 0
warnings: 160
design.seq.count: 0
adder_share_pct: 66.79
syn_to_final_growth_pct: 33.37
cts_setup_buffers: 0
drtPass1Iterations: 4
ant_nets: 0
final_layout_size_suffix_gt1_share_pct: 10.26
drcViolationCount: 0
crit_start: "a[0]"
numPortBuffers: 195
worstSetupPathType: "in -> out"
rsz0062_at_grt: "false"
max_freq_ghz: 0.01951
die_y_um: 113.1
status: "finished, final reports clean"
critical_path_depth: 67
vias: 3869
clkbuf_count: 0
grt_use_total_pct: 21.58
finalWirelength_um: 11520
place.gp.congestion: 0.8223
fin_ws_ns: 10.03
die_area_um2: 12800
lay_top_count: "clkdlybuf4s50_1"
drv_slew: 0
drt-initial-drc-count: 112
dpl.cell_count: 800
syn_area_um2: 6175
drv_cap: 0
yosys.area_share.aoi_pct: 0.2229
place_ws_ns: 10.10
ys.warnings.count: 1
grt_max_degree: 41
power_density_nw_per_um2: 8.369
lay_top_cells: "clkdlybuf4s50_1, inv_1, ha_1"
slowest_delay_ns: 0.46
yosys.area.top_type: "fa_1"
slew_headroom_pct: 58.91
worstPathRequired_ns: 49.04
peakVddDrop_mv: 0.005045
overflow: 0
synth_chip_area_um2: 6175
post_cts_resized: 0
hold_slack_ns: 25.51
critical-path-slowest-cell: "mux4_2"
mux_area_share_pct: 22.98
antenna_found_initial: 0
cts_hold_buf: 0
crit_family: "adder cells"
yosys.area_share.xor_xnor_pct: 0.2837
topCellsByArea: "fa_1, ha_1, mux4_2"
core_area_um2: 12010
io_pins: 195
crit_fanout: 2
leakage_nw: 3.811
ys_types: 15
simple_gate_share_pct: 0.3850
vias_per_cell: 4.836
crit_path_frequent_cell: "fa_1"
std_cell_rows: 40
period_used_pct: 83.63
grt_pass1_wl_um: 20410
tns_ns: 0
wl_per_cell_um: 14.40
place_hpwl_um: 10130
synthCells: 470
netlist.area_leader.share_pct: 40.85
setup_viol: 0
cp.buffers_inverters: 2
worstMarginPinSlew_ns: 0.6164
place_area_um2: 8235
layer usage:
metal,vias to the layer above,global-route usage (%),share of wire (%)
li1,1831,-,-
met1,1906,32.96,40
met2,130,34.72,50
met3,2,7.587,9.9
met4,0,0.4386,0.31
met5,-,0,0
synth_stat cells:
cell type  number
fa_1          126
a22o_1          1
xnor2_1         1
mux4_2         63
xor2_1          1
buf_2          11
a21oi_1         1
buf_4           1
ha_1          128
nor2_1          1
nor2b_1         1
nand2b_1        1
buf_6           2
inv_1         131
nor3b_1         1
final cells by class:
class	instances	area [um^2]
multi-input cells	325	5598
fillers	878	3776
repair buffers	197	1962
inverters	131	491.7
well taps	147	183.9
worst min path at each step:
stage	depth (start not counted)	from	endpoint	slack [ns]
final	3	select[0]	out[5]	25.51
after global routing	3	select[0]	out[7]	25.56
after CTS	3	select[0]	out[23]	25.52
worst min-delay path: cells and delay by family:
family / cells / cell delay (ns)
buf+inv: 2 / 0.71
mux: 1 / 0.27
power by group:
group | switching [mW] | internal, mW
registers | 0 | 0
clock network | 0 | 0
logic | 0.0248 | 0.0441
kinds of logic after synthesis:
kind of cell	Yosys count
xor+xnor	2
buf+inv	145
simple gates	4
compound gates	2
fa+ha+maj	254
mux	63
Power is estimated from default activity; no workload was simulated.
