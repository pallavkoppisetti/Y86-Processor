File: design/flow/design.v
module execute(clk,execute_reg,W_status,m_status,e_valE,e_dstE,memory_reg);
input clk;
input [216:0] execute_reg;
input W_status;
input m_status;
output [63:0] e_valE;
output [3:0] e_dstE;
output reg [144:0] memory_reg;
reg cnd = 0;
reg [2:0] op = 0;
reg [63:0] e_valE;
reg [3:0] e_dstE;
reg [144:0] M;
wire [63:0] aluA;
wire [63:0] aluB;
wire [1:0] aluC;
reg [63:0] valE;
reg [3:0] ifun;
alu1 a1(execute_reg,aluA);
alu2 a2(execute_reg,aluB);
alu3 a3(execute_reg,aluC);
always @ (posedge clk)
begin
	if (execute_reg[215:212] != 6 && aluC == 0)
		valE = aluA + aluB;
	else if (execute_reg[215:212] == 6)
	begin
		op = 0;
		if(aluC == 0)
		begin
			valE = aluA + aluB;
                if(valE == 0)
                        op[0] = 1;
                if (valE[63]==1)
                        op[1] =1;
                if( (valE[63]==1 && aluA[63]==0 && aluB[63]==0) || (valE[63]==0 && aluA[63]==1 && aluB[63]==1))
                        op[2] =1;
                end
		else if (aluC == 1)
		begin
			valE = aluB+(-aluA);
                if(valE == 0)
                        op[0] = 1;
                if (valE[63]==1)
                        op[1] =1;
                if( (valE[63]==1 && aluA[63]==0 && aluB[63]==0) || (valE[63]==0 && aluA[63]==1 && aluB[63]==1))
                        op[2] =1;
                end
		else if (aluC == 2)
		begin
			valE = aluB & aluA;
		if (valE ==  0) op[0] = 1;
		end
		else if (aluC == 3) 
		begin
			valE = aluB^aluA;
			if(valE == 0) op[0] =1;
		end
	end
	if(execute_reg[215:212] == 7 || execute_reg[215:212] == 2)
	begin
        cnd = 0;  
	    ifun = execute_reg[211:208];
        if(ifun == 1 && (op[0] == 1 || (op[1]==1 && op[2] == 0)))
                cnd = 1;
        else if(ifun == 2 &&  (op[1]==1 && op[2] == 0))
                cnd = 1;
        else if(ifun == 3 && (op[0] == 1 ))
                cnd = 1;
        else if(ifun == 4 && (op[0] == 0))
                cnd = 1;
        else if(ifun == 5 && (op[0] == 1 ||(op[1] == 0 && op[2] == 0)))
                cnd = 1;
        else if(ifun == 6 && (op[1] == 0 && op[2] == 0))
                cnd = 1;
	end
	memory_reg[144] = execute_reg[216];
	memory_reg[143:140] =execute_reg[215:212];
	memory_reg[139:136] = cnd;
	memory_reg[135:72] = valE;
	e_valE  = valE;
	memory_reg[71:8] = execute_reg[143:80];
	if((execute_reg[215:212] == 2 && cnd == 1) || (execute_reg[215:212] != 2))
	begin
		e_dstE = execute_reg[15:12];
		memory_reg[7:4] = execute_reg[15:12];
	end
	else
	begin
		e_dstE = 15;
		memory_reg[7:4] = 15;
	end
	memory_reg[3:0] = execute_reg[11:8];
end
endmodule
module alu1(execute_reg,aluA);
input [216:0] execute_reg;
output reg [63:0] aluA;
reg [3:0] icode;
always @(*) begin
    icode = execute_reg[215:212];
	if(icode == 2 || icode == 6) 
        aluA = execute_reg[143:80];
	if(icode == 3 || icode  == 4 || icode == 5) 
        aluA = execute_reg[207:144];
	if(icode == 8 || icode == 10) 
        aluA = 8;
	if(icode == 9 || icode == 11) 
        aluA = -8;
end
endmodule
module alu2(execute_reg,aluB);
input [216:0] execute_reg;
output reg [63:0] aluB;
reg [3:0] icode;
always @(*) begin
    icode = execute_reg[215:212];
	if(icode == 4 || icode == 5 || icode == 6 || icode  == 8 || icode == 10 || icode == 11 || icode == 9) 
        aluB = execute_reg[79:16];
	if(icode == 2 || icode == 3) 
        aluB = 0;
end
endmodule 
module alu3(execute_reg,aluC);
input [216:0] execute_reg;
output reg [1:0] aluC;
always @(*) begin
    if(execute_reg[215:212] == 6) aluC = execute_reg[211:208];
	else aluC = 0;
end
endmodule
File: design/flow/config.mk
export PLATFORM = sky130hd
export DESIGN_NAME = execute
export DESIGN_NICKNAME = execute
export VERILOG_FILES = /design/flow/design.v
export SDC_FILE = /design/flow/constraint.sdc
export NUM_CORES = 4
export LEC_CHECK = 1
export CORE_UTILIZATION = 30
File: design/flow/constraint.sdc
current_design execute

set clk_period 9.2
set clk_io_pct 0.2

create_clock -name clk0 -period $clk_period [get_ports {clk}]

set non_clock_inputs [all_inputs -no_clocks]
set_input_delay [expr $clk_period * $clk_io_pct] -clock clk0 $non_clock_inputs
set_output_delay [expr $clk_period * $clk_io_pct] -clock clk0 [all_outputs]
File: design/flow/run.sh
#!/bin/bash
# OpenROAD 26Q1-2900-gdf79404cd8, Yosys 0.63+post, stock flow scripts
make -C /OpenROAD-flow-scripts/flow DESIGN_CONFIG=/design/flow/config.mk WORK_HOME=/design/flow/orfs finish
==> metrics.cfg <==
[placement]
port_buffers=419
dpl_cell_area_um2=24900
dp_hpwl_mm=83.5
gp_congestion=1.10

[route]
postRouteAntennaNets=0
routedWlPerCell_um=26.8
vias=22700
dr.pass1.iters=27
drtIter0Drc=2212
via_per_inst=5.82
drt_wl_total_mm=105
drc=0

[logic_synthesis]
synth_warnings=4
syn_avg_cell_area_um2=7.44
ys_cells=2711
syn_inst=2711
yosys.area_share.simple_pct=24.1
ys_async_sr_fraction_pct=0
xor_share_pct=4.60
synthAoiAreaFrac_pct=26.8
ys_sh_adder_pct=8.14
edf_count=64
yosysUniqueCellTypes=91
ys_area_um2=20200
synthMuxAreaShare_pct=0.968
ys.flop_type=dlxtn_1
synthesis.area_um2=20200
ys.flops=274
logic_family=AND-OR/OR-AND gates

[cts]
ctsHoldBuffers=0
cts_resized=0
cts_setup_buffers=0
cts_root_buffer=clkbuf_16
cts_tree=yes
cts_buffers=17
worstSkewPairLatency_ps=510
clock_path_buffers=2
clk_pin_slew_ps=80
h-tree-depth=4

[timing]
tightest_slew_ps=1130
setup_tns_ps=0
finalCriticalPeriod_ps=5040
setup_viol=0
finClkSkew_ps=4.83
timing.final.hold_violations=0
unconstrained_endpoints=128
maxSlewHeadroom_pct=23.6
slew_viol_final=0
finalClockPeriodUsage_pct=54.8
rsz0062_at_grt=no
unclocked_pins=128
max_freq_mhz=198

[worst_setup_path]
crit_chain=clkdlybuf4s50_1, nor4bb_4, and2_1, buf_4, nand2_1, nor2_1, a211oi_1, o21ai_0, nand2_1, o41ai_1, nor4b_1, or2_1
cp_common_cell=nand2_1
crit_slowest_cell=clkdlybuf4s50_1
critPathLaunchType=primary input
cp.buffers_inverters=2
cp-end-kind=flop
worstSetupPathType=in2reg
path_max_fanout=16
arrival_ps=5450
cp_slowest_stage_delay_ps=810
cp_top_family=simple AND/OR/NAND/NOR gates
cp.required_ps=9600

[floorplan]
rows=94
ios=433
die_h_um=261
initCoreUtil_pct=30.5
core_area_um2=66100
chipArea_um2=68300
fp.dieW_um=261

[power]
p_leak_nw=9.96
total_power_mw=2.93
vdd_ir_drop_max_uv=135
power_density_nw_per_um2=115

[run]
cap_violations=0
warnings=99

[global_routing]
antenna_found_initial=3
grt_util_all_layers_pct=30.7
grt_first_pass_wirelength_mm=148
grt_use_met1_pct=45.6
grt_overflow_total=0
top_usage_layer=met1
use_met2_pct=44.4
grt_pass1_vias=20800
met3_usage_pct=7.15
grt_max_degree=65

[finish]
largest_register_ffs=76
syn2layout_area_growth_pct=26.5
drive_gt1_share_pct=4.70
final_area_um2=25500

[run_status]
status=complete, no violations

[min_path]
hold_path.class=reg2reg

metal layers:
layer | vias to the layer above | share of wire (%)
li1 | 10400 | -
met5 | - | 0.011
met3 | 181 | 9.8
met2 | 1266 | 42
met1 | 10900 | 44
met4 | 2 | 3.9
kinds of logic after synthesis:
kind of cell    count (synthesis)
compound gates                834
xor+xnor                      106
fa+ha+maj                     130
buf+inv                       360
flops                         146
latches                       128
mux                            19
other cells                     2
simple gates                  986
layout make-up:
| cell class | count | area, µm² |
|---|---|---|
| Timing Repair Buffer | 462 | 4510 |
| Multi-Input combinational cell | 2142 | 13400 |
| Clock inverter | 15 | 160 |
| Fill cell | 7009 | 40600 |
| Inverter | 131 | 492 |
| Sequential cell | 274 | 5490 |
| Clock buffer | 17 | 425 |
| Tap cell | 864 | 1080 |
| Antenna cell | 1 | 2.50 |
report_power, final:
part           switching [mW]  leakage, nW  internal [mW]
sequential             0.0460         2.36          0.816
combinational           0.799         7.32          0.531
clock                   0.378        0.284          0.362
total                    1.22         9.96           1.71
through the flow:
| stage | setup WS [ps] | utilization [%] | hold slack [ps] | instances |
|---|---|---|---|---|
| global placement | 3740 | 37.7 | 456 | 3873 |
| detailed placement | 3730 | 37.7 | 461 | 3873 |
| finish | 4160 | 38.6 | 472 | 3906 |
| floorplan | 4680 | - | 435 | 2776 |
| CTS | 4230 | 38.6 | 473 | 3905 |
| global route | 3980 | 38.6 | 509 | 3905 |
tightest hold or removal path: stages, from the launching register on:
cell,delay (ps)
dfxtp_1,300
inv_1,50
o21ai_1,70
Yosys cell counts (all sizes together), types with 19 or more instances:
library cell	n	area, µm²
o211ai	33	248
edfxtp	64	1920
o21ai	134	671
nor2b	99	619
clkbuf	123	462
nor3	59	305
nand3	42	210
dfxtp	82	1640
a22oi	21	158
a21o	26	195
and2	19	119
buf	106	688
o21bai	24	184
o221ai	25	225
nor2	209	787
inv	130	488
nand4	58	363
nand2	316	1190
a21oi	250	1250
o31ai	42	315
xnor2	97	850
o22ai	30	188
o21a	19	143
nor4	74	475
a211oi	27	213
or3	22	138
ha	128	1600
a221oi	22	210
dlxtn	128	1920
a31oi	86	544
layout by cell type, fill, tap and decap left out, drive strengths merged, types with 12 or more instances in the layout:
master         count
dlxtn            128
nor2             209
inv              139
xnor2             97
nand2            316
o21bai            24
or3               22
conb              67
and3              14
o211ai            33
a21o              26
nand2b            15
and2              19
edfxtp            64
a211oi            27
o2111ai           12
a221oi            22
nand3             42
clkdlybuf4s50    417
a21oi            250
nor2b             99
mux2i             15
a31oi             86
o22ai             30
clkbuf            17
o31ai             42
o221ai            25
buf               45
ha               128
nor3              59
or2               15
a22oi             21
dfxtp             82
o21a              19
or4               15
nand4             58
nor4              74
o21ai            134
worst paths after layout:
| kind | cells after the start | startpoint | slack (ps) | endpoint |
|---|---|---|---|---|
| max | 12 | execute_reg[214] | 4160 | e_dstE[2] |
| min | 2 | cnd | 470 | cnd |
| max reg2reg | 7 | op[1] | 7230 | e_dstE[2] |
| min reg2reg | 2 | cnd | 470 | cnd |
Power is estimated from default activity; no workload was simulated.
